==> /design/flow/design.v <==
`timescale 1ns / 1ps
module smadder
#(parameter N = 4)
(
	input wire [N-1:0] a, b,
	output reg [N-1:0] sum
);
reg [N-2:0] mag_a, mag_b, mag_sum, max, min;
reg sgn_a, sgn_b, sgn_sum;
always @*
begin
	mag_a = a[N-2:0];
	mag_b = b[N-2:0];
	sgn_a = a[N-1];
	sgn_b = b[N-1];
	if(mag_a > mag_b)
	begin
		max = mag_a;
		min = mag_b;
		sgn_sum = sgn_a;
	end
	else
	begin
		max = mag_b;
		min = mag_a;
		sgn_sum = sgn_b;
	end
	if (sgn_a == sgn_b)
		mag_sum = max + min;
	else
		mag_sum = max - min;	
sum = {sgn_sum, mag_sum};
end
endmodule
==> /design/flow/run.sh <==
#!/bin/bash
# OpenROAD 26Q1-2900-gdf79404cd8, Yosys 0.63+post, stock flow scripts
make -C /OpenROAD-flow-scripts/flow DESIGN_CONFIG=/design/flow/config.mk WORK_HOME=/design/flow/orfs finish
==> /design/flow/config.mk <==
export PLATFORM = sky130hd
export DESIGN_NAME = smadder
export DESIGN_NICKNAME = smadder
export VERILOG_FILES = /design/flow/design.v
export SDC_FILE = /design/flow/constraint.sdc
export NUM_CORES = 4
export LEC_CHECK = 1
export CORE_AREA = 10 10 70 70
export DIE_AREA = 0 0 80 80
==> /design/flow/constraint.sdc <==
current_design smadder

set clk_period 4.7
set clk_io_pct 0.2

create_clock -name clk0 -period $clk_period

set non_clock_inputs [all_inputs -no_clocks]
set_input_delay [expr $clk_period * $clk_io_pct] -clock clk0 $non_clock_inputs
set_output_delay [expr $clk_period * $clk_io_pct] -clock clk0 [all_outputs]
==> results.yml <==
# flow metrics
setup_path:
  startpoint_type: "primary input"
  crit_fanout: 3
  cp-end-kind: "output pin"
  critical_path_arrival_ps: 3540
  cp_data_required_time_ps: 3760
  critPathKind: "in2out"
flow_run:
  cap_violations: 0
  tool_warnings: 33
yosys:
  synth.top_cell.area_share: 0.216
  synth.avg_cell_area_sq_um: 8.06
  ys_types: 19
  synth_warnings: 1
  seq_area_frac_synth: 0
  ys_area_sq_um: 290
  topCellsByArea: "ha_1 22%, xnor2_1 12%, mux2i_1 10%"
  ys_cells: 36
  common_cells: "6 x inv_1, 5 x ha_1, 4 x xnor2_1"
  netlist_instances: 36
  syn_area_sq_um: 290
  top_area_cell: "ha_1"
  top_cell: "inv_1"
floorplanning:
  io-pin-count: 12
  rows: 21
  core_area_sq_um: 3420
  die_height_microns: 80
  initCoreUtil: 0.0850
  die_area_sq_um: 6400
  die_w_microns: 80
power_and_ir_drop:
  power_frac_clock: 0
  ir_drop_v: 0.0000228
  p_int_mw: 0.0589
  cellLeakagePower_nw: 0.307
  power_density_nw_per_um2: 143
  finalPower_mw: 0.0902
  combPwrFrac: 1.000
  pwr-share-seq: 0
  netSwitchingFraction: 0.347
  switchingPower_mw: 0.0312
finish:
  layout.cells.non_filler: 106
  drive_above_1_share: 0.417
  fillers: 374
  areaGrowthSynthToFinish_pct: 118
  seqCellArea_sq_um: 0
  clkbuf_count: 0
  nFlopsAndLatches: 0
hold_path:
  hp-class: "in2out"
global_route:
  antenna_found_initial: 0
  grt-ovfl-total: 0
  grt_max_degree: 6
  grt_pass1_vias: 320
  grt_util_all_layers: 0.0231
  grt_pass1_wl_mm: 1.32
final_timing:
  fmax_ghz: 0.223
  final-max-slew-violation-count: 0
  worst_pin_slew_ps: 268
  finalHoldViolCount: 0
  rsz0062_at_grt: "no"
  setup_viol: 0
  min_period_over_period: 0.954
  period_needed_ps: 4480
  slew_headroom: 0.817
detailed_routing:
  ant_nets: 0
  diodes: 0
  wl_per_cell_microns: 6.94
  drtPass1Iterations: 2
  num_vias: 320
  drtIter0Drc: 3
  routed_via_density: 3.02
  route.detailed.drc: 0
  wl_microns: 736
placed_design:
  routabilityCongestion: 0.741
  portBuffers: 12
  place_inst: 103
  dp_hpwl_microns: 644
clocking:
  cts_hold_buf: 0
status:
  status: "completed"
==> what timing repair did <==
item / CTS / global route
pin swaps: 7 / 7
gates resized: 9 / 10
endpoints found under the setup margin: 2 / 2
setup buffers: 3 / 0
==> cell families (layout without fill, tap and decap cells) <==
family / Yosys count / after routing / share of synthesized area
AND/OR/NAND/NOR: 10 / 10 / 0.211
buffers and inverters: 7 / 31 / 0.103
adder cells (fa/ha/maj): 6 / 6 / 0.284
AND-OR/OR-AND: 5 / 5 / 0.138
XOR/XNOR: 4 / 4 / 0.121
multiplexers: 4 / 4 / 0.142
==> routing by layer <==
| layer | global-route usage | vias to the layer above | share of wire |
|---|---|---|---|
| li1 | - | 170 | - |
| met1 | 0.0291 | 144 | 0.42 |
| met2 | 0.0425 | 6 | 0.52 |
| met3 | 0.00341 | 0 | 0.057 |
| met4 | 0 | 0 | 0 |
| met5 | 0 | - | 0 |
==> per-stage QoR <==
step | hold slack (ps) | setup TNS (ps) | instance area (sq um) | utilization | setup WS, ps
floorplan | 2020 | 0 | 290 | - | 648
global placement | 2960 | -500 | 536 | 0.157 | -418
detailed placement | 2960 | -544 | 536 | 0.157 | -444
CTS | 2880 | 0 | 606 | 0.177 | 17.6
global route | 2510 | 0 | 632 | 0.185 | 18.7
finish | 2440 | 0 | 632 | 0.185 | 216
==> critical path: stages <==
cell             delay (ps)
dlygate4sd2_1           250
inv_2                    60
ha_4                    190
nor2b_4                 130
o21a_1                  190
o21ai_2                 150
mux2i_1                 230
ha_1                    250
nor2_1                  100
a21o_1                  120
fa_2                    420
inv_1                    60
clkdlybuf4s50_1         450
==> final timing paths <==
path,cells past startpoint,end,from
min,5,sum[2],b[2]
max,13,sum[1],b[1]
==> layout by cell type, fill, tap and decap left out, types with 3 or more instances in the layout <==
cell / netlist / layout
dlymetal6s2s_1: 0 / 4
nand2_1: 3 / 3
clkdlybuf4s50_1: 0 / 5
ha_4: 0 / 3
buf_4: 1 / 13
xnor2_1: 4 / 3
inv_1: 6 / 4
==> cell type report <==
type                       instances  area, sq um  share of cell area
multi-input combinational         29          325               0.515
inverter                           6         22.5              0.0356
tap                               46         57.6              0.0911
timing repair buffer              25          226               0.358
==> power groups by stage <==
stage | Sequential [mW] | Combinational, mW | Clock (mW)
CTS | 0 | 0.0888 | 0
global route | 0 | 0.101 | 0
finish | 0 | 0.0902 | 0
Power and IR drop assume default switching activity.
