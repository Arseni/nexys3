<file path="config.mk">
export PLATFORM = sky130hd
export DESIGN_NAME = flop_mult
export DESIGN_NICKNAME = flop_mult
export VERILOG_FILES = /design/flow/design.v
export SDC_FILE = /design/flow/constraint.sdc
export NUM_CORES = 4
export LEC_CHECK = 1
export CORE_UTILIZATION = 50
</file>
<file path="constraint.sdc">
current_design flop_mult

set clk_period 24.7
set clk_io_pct 0.2

create_clock -name clk0 -period $clk_period

set non_clock_inputs [all_inputs -no_clocks]
set_input_delay [expr $clk_period * $clk_io_pct] -clock clk0 $non_clock_inputs
set_output_delay [expr $clk_period * $clk_io_pct] -clock clk0 [all_outputs]
</file>
<file path="design.v">
`timescale 1ns / 1ps
module flop_mult
(
	input wire [12:0] one,
	input wire [12:0] other,
	output reg [12:0] result
);
reg [15:0] mant_mul, mant_norm;
reg [4:0] exp_mul, normalizer;
reg [3:0] exp_result;
reg [7:0] mant_result;
reg sign_mul;
always @*
begin
	mant_mul = one[11:4] * other[11:4];
	sign_mul = one[12] == other[12] ? 1 : 0;
	case({one[12], other[12]})
		'b00 : exp_mul = one[3:0] + other[3:0];
		'b01 : exp_mul = one[3:0] - other[3:0];
		'b10 : exp_mul = other[3:0] - one[3:0];
		'b11 : exp_mul = other[3:0] + one[3:0];
	endcase
	normalizer = (mant_mul[15] == 'b1)? 0 :
							 (mant_mul[14] == 'b1)? 1 :
							 (mant_mul[13] == 'b1)? 2 :
							 (mant_mul[12] == 'b1)? 3 :
							 (mant_mul[11] == 'b1)? 4 :
							 (mant_mul[10] == 'b1)? 5 :
							 (mant_mul[ 9] == 'b1)? 6 :
							 (mant_mul[ 8] == 'b1)? 7 :
							 (mant_mul[ 7] == 'b1)? 8 :
							 (mant_mul[ 6] == 'b1)? 9 :
							 (mant_mul[ 5] == 'b1)? 10 :
							 (mant_mul[ 4] == 'b1)? 11 :
							 (mant_mul[ 3] == 'b1)? 12 :
							 (mant_mul[ 2] == 'b1)? 13 :
							 (mant_mul[ 1] == 'b1)? 14 :
																			15;
	mant_norm = mant_mul << normalizer;
	if (normalizer > exp_mul)
	begin
		exp_result = 0;
		mant_result = 0;
	end
	else if (exp_mul - normalizer > 'b1111)
	begin
		exp_result = -1;
		mant_result = 0;
	end
	else
	begin
		exp_result = exp_mul - normalizer;
		mant_result = mant_norm[15:8];
	end
	result = { sign_mul, mant_result, exp_result };
end
endmodule
</file>
<file path="run.sh">
#!/bin/bash
# OpenROAD 26Q1-2900-gdf79404cd8, Yosys 0.63+post, stock flow scripts
make -C /OpenROAD-flow-scripts/flow DESIGN_CONFIG=/design/flow/config.mk WORK_HOME=/design/flow/orfs finish
</file>
==> out/qor.yml <==
status: "finished, final reports clean"
avgSynthCellArea_sq_um: 8.344
pwr-share-clk: 0
cap_viol_max_count: 0
fmax_mhz: 57.45
post_drt_wl_per_cell_um: 14.13
worst_pin_slew_ps: 606.9
worstPathMaxFanout: 14
port_buffers: 39
p_leak_nw: 2.037
die_area_sq_um: 7758
hold_viol: 0
maxSlewHeadroom: 0.5954
row_count: 31
holdPathEnd: "result[12]"
post-route-min-period_ps: 17410
post_cts_buffers: 0
swShare: 0.5234
rsz0062_at_grt: "no"
die_x_um: 88.08
worst_hold_slack_ps: 11020
ir_drop_mv: 0.1066
hold_path_depth: 4
cts_resized: 0
dr.pass1.iters: 4
synthesis.area_sq_um: 3705
worstPathArrival_ps: 12470
holdCritPathClass: "in2out"
crit_top_cell: "fa_1"
drtIter0Drc: 68
max_stage_delay_ps: 610
vias: 3140
maxSlewViolCount: 0
antenna-diode-count: 0
p_comb_frac: 1.000
yosys_warnings: 1
period_used_share: 0.7048
area.growth.synth_to_final_pct: 12.60
topCellsByArea: "fa_1 21%, ha_1 17%, and2_1 7.9%, inv_1 6.0%, mux2i_1 5.9%"
grt_antenna_before_repair: 0
crit_required_ps: 19760
yosys.area.top_type: "fa_1"
yosysSeqAreaShare: 0
p_per_area_nw_per_um2: 142.3
intPower_mw: 0.2830
yosysChipArea_sq_um: 3705
slowest_stage: "a311oi_4"
final_cell_mix: "59 x inv_1, 51 x ha_1, 47 x and2_1, 39 x fa_1, 39 x clkdlybuf4s50_1"
grt_pass1_vias: 2887
endpoint_kind: "primary output"
fp.dieH_um: 88.08
tool_warnings: 35
syn_inst: 444
critPathLaunchType: "input pin"
grt-ovfl-total: 0
initCoreUtil: 0.5135
placed_cells_incl_taps: 575
pin_count: 39
final_layout_size_suffix_gt1_frac: 0.05672
finalNonFillerCells: 575
cts_hold_buf: 0
seq_power_share: 0
wl_um: 8127
final.setup.tns_ps: 0
hpwl_um: 6931
seq_cells: 0
crit_type: "in2out"
gp_congestion: 0.8706
ant_nets: 0
synthDominantCellAreaShare: 0.2107
seq_area_sq_um: 0
hp-start: "other[12]"
design.core.area_sq_um: 7214
grt_usage: 0.2300
n_clock_buffer: 0
synth.distinct_cells: 69
switchingPower_mw: 0.3107
grt_pass1_wl_um: 13810
grt_max_degree: 21
drcViolationCount: 0
finalSetupViolCount: 0
yosys_cells: 444
viasPerCell: 5.461
final_common_cell: "inv_1"
## cells in the mapped netlist (3+ instances only)
cell type and n:
nand3_1 7, nor3b_1 3, nand2_1 36, xor2_1 8, o211a_1 4, and3_1 3, o21ai_2 3, a21o_1 14
mux2_2 3, a21oi_1 18, and2_1 47, mux2i_1 22, o221ai_1 4, o211ai_1 3, o21a_1 4, o21ai_0 13
xnor2_1 10, nor3_1 7, ha_1 51, inv_1 59, nor2_1 20, fa_1 39, o31ai_1 5
## critical path, delay by kind of cell
| family | cells | cell delay [ps] |
|---|---|---|
| simple gates | 5 | 870 |
| compound gates | 8 | 2350 |
| buf+inv | 5 | 1240 |
| fa+ha+maj | 7 | 3060 |
## cells by family after synthesis
family,after synthesis,synth area share
AND/OR/NAND/NOR,144,0.2124
AND-OR/OR-AND,95,0.1993
adder cells (fa/ha/maj),90,0.3830
buffers and inverters,68,0.07565
multiplexers,28,0.07970
XOR/XNOR,19,0.04998
## worst max-delay path by stage
stage / to / startpoint
4_1_cts: result[4] / one[6]
5_1_grt: result[4] / one[4]
6_report: result[4] / one[6]
## layout make-up
type | instances | area, sq um
fill | 671 | 3043
inverter | 60 | 225.2
multi-input combinational | 376 | 3425
tap | 99 | 123.9
timing repair buffer | 40 | 397.9
## power by group through the flow
stage | clock (mW) | sequential (mW) | combinational (mW)
5_1_grt | 0 | 0 | 0.660
4_1_cts | 0 | 0 | 0.594
6_report | 0 | 0 | 0.594
## layer usage
metal	up-vias	wire length (um)	track usage
li1	1599	-	-
met1	1487	4403	0.4065
met2	50	3396	0.3192
met3	4	284	0.02195
met4	0	42	0.01613
met5	-	0	0
## per-stage QoR
stage / total power, mW / area, sq um / utilization / setup WS [ps]
6_report: 0.5937 / 4172 / 0.5782 / 7293
5_1_grt: 0.6605 / 4172 / 0.5782 / 6771
4_1_cts: 0.5943 / 4172 / 0.5782 / 7296
3_5_place_dp: 0.5909 / 4172 / 0.5782 / 7320
3_3_place_gp: 0.5950 / 4172 / 0.5782 / 7346
2_1_floorplan: 0.4403 / 3705 / - / 9116
Power is estimated from default activity; no workload was simulated.
