`flow/run.sh`:
```
#!/bin/bash
# OpenROAD 26Q1-2900-gdf79404cd8, Yosys 0.63+post, stock flow scripts
make -C /OpenROAD-flow-scripts/flow DESIGN_CONFIG=/design/flow/config.mk WORK_HOME=/design/flow/orfs finish
```
`flow/config.mk`:
```
export PLATFORM = sky130hd
export DESIGN_NAME = flop_add
export DESIGN_NICKNAME = flop_add
export VERILOG_FILES = /design/flow/design.v
export SDC_FILE = /design/flow/constraint.sdc
export NUM_CORES = 4
export LEC_CHECK = 1
export CORE_UTILIZATION = 40
```
`flow/constraint.sdc`:
```
current_design flop_add

set clk_period 21.6
set clk_io_pct 0.2

create_clock -name clk0 -period $clk_period

set non_clock_inputs [all_inputs -no_clocks]
set_input_delay [expr $clk_period * $clk_io_pct] -clock clk0 $non_clock_inputs
set_output_delay [expr $clk_period * $clk_io_pct] -clock clk0 [all_outputs]
```
`flow/design.v`:
```
`timescale 1ns / 1ps
module flop_add
(
	input wire [12:0] one, other,
	output reg [12:0] result
);
reg signBig, signSmall, signResult;
reg [3:0] expBig, expSmall, expDiff, normalizer, expResult;
reg [7:0] mantBig, mantSmall, mantSmallAligned, mantSumNorm, mantResult;
reg [8:0] mantSum;
always @*
begin
	if ({one[3:0], one[11:4]} > {other[3:0], other[11:4]})  
	begin
		signBig = one[12];
		signSmall = other[12];
		mantBig = one [11:4];
		mantSmall = other[11:4];
		expBig = one[3:0];
		expSmall = other[3:0];
	end
	else
	begin
		signBig = other[12];
		signSmall = one[12];
		mantBig = other[11:4];
		mantSmall = one[11:4];
		expBig = other[3:0];
		expSmall = one[3:0];
	end
	expDiff = expBig - expSmall;
	mantSmallAligned = mantSmall >> expDiff;
	mantSum = signBig == signSmall ?
				{1'b0, mantBig} + {1'b0, mantSmallAligned}:
				{1'b0, mantBig} - {1'b0, mantSmallAligned};
	normalizer = mantSum[7] ? 'o0 :
				 mantSum[6] ? 'o1 :
				 mantSum[5] ? 'o2 :
				 mantSum[4] ? 'o3 :
				 mantSum[3] ? 'o4 :
				 mantSum[2] ? 'o5 :
				 mantSum[1] ? 'o6 :
				 'o7;
	mantSumNorm	= mantSum[7:0] << normalizer;
	if(mantSum[8])
	begin
		expResult = expBig + 1;
		mantResult = mantSum[8:1];
	end
	else if (normalizer > expBig)
	begin
		expResult = 0;
		mantResult = 0;
	end
	else
	begin
		expResult = expBig - normalizer;
		mantResult = mantSumNorm;
	end
	signResult = signBig == signSmall ? 1 : signBig;
	result = {signResult, mantResult, expResult};
end  
endmodule
```
==> metrics.txt <==
# HELP chip_impl_metric Physical implementation figures
# TYPE chip_impl_metric gauge
chip_impl_info{name="status",value="complete, no violations"} 1
chip_impl_metric{name="grt_max_degree",unit=""} 25
chip_impl_metric{name="dieWidth",unit="um"} 81.45
chip_impl_metric{name="synth.yosys.num_cells",unit=""} 372
chip_impl_metric{name="combPwrFrac",unit="%"} 100.0
chip_impl_metric{name="post_route_cells_drive_above_1_share",unit="%"} 6.297
chip_impl_metric{name="row_count",unit=""} 28
chip_impl_metric{name="first_pass_iters",unit=""} 4
chip_impl_metric{name="drt-total-wl",unit="um"} 7064
chip_impl_metric{name="final_util",unit="%"} 49.33
chip_impl_metric{name="power.static_leakage",unit="nW"} 1.239
chip_impl_metric{name="tightest_slew",unit="ns"} 0.7559
chip_impl_metric{name="route.antenna.diode_count",unit=""} 0
chip_impl_metric{name="yosysSeqAreaShare",unit="%"} 0
chip_impl_metric{name="finalMaxSlewViolations",unit=""} 0
chip_impl_metric{name="dr.first_iter.drc_count",unit=""} 125
chip_impl_metric{name="number_of_inserted_filler_cells_in_the_final_layout",unit=""} 591
chip_impl_metric{name="post-synth-top-area-fraction",unit="%"} 11.89
chip_impl_metric{name="fin_tns_setup",unit="ns"} 0
chip_impl_metric{name="ioPinCount",unit=""} 39
chip_impl_metric{name="groute.usage.overall",unit="%"} 22.87
chip_impl_metric{name="critical_path_required",unit="ns"} 17.28
chip_impl_metric{name="num_vias",unit=""} 2792
chip_impl_metric{name="worst-endpoint-arrival",unit="ns"} 13.45
chip_impl_metric{name="area_growth_syn_to_layout",unit="%"} 17.05
chip_impl_metric{name="die-area",unit="sq mm"} 0.006634
chip_impl_metric{name="critical-path-max-stage-delay",unit="ns"} 0.65
chip_impl_metric{name="slew_margin_rel",unit="%"} 49.24
chip_impl_metric{name="io_buffers",unit=""} 39
chip_impl_metric{name="tool_warnings",unit=""} 32
chip_impl_metric{name="routed_via_density",unit=""} 5.915
chip_impl_metric{name="avgSynthCellArea",unit="sq um"} 6.787
chip_impl_metric{name="n_clock_buffer",unit=""} 0
chip_impl_metric{name="power_density",unit="mW/mm^2"} 133.6
chip_impl_metric{name="chipHeight",unit="um"} 81.45
chip_impl_metric{name="achievable_frequency",unit="GHz"} 0.05629
chip_impl_info{name="critical-path-slowest-cell",value="ha_1"} 1
chip_impl_info{name="library_cell_with_the_largest_summed_area_after_synthesis",value="ha_1"} 1
chip_impl_metric{name="max_cap_viol_count",unit=""} 0
chip_impl_metric{name="sequentialPowerShare",unit="%"} 0
chip_impl_metric{name="synth.yosys.chip_area",unit="sq mm"} 0.002525
chip_impl_metric{name="switching_power_share_of_the_total",unit="%"} 51.28
chip_impl_metric{name="setup_viol",unit=""} 0
chip_impl_info{name="yosys-top-cells-area",value="ha_1, mux2i_1, nand2_1, o21ai_0, a21oi_1"} 1
chip_impl_metric{name="cts_setup_buffers",unit=""} 0
chip_impl_metric{name="cts.repair.resized",unit=""} 0
chip_impl_info{name="critical_path.startpoint",value="other[10]"} 1
chip_impl_metric{name="floorplan.core_area",unit="sq mm"} 0.005991
chip_impl_metric{name="seq_cell_count",unit=""} 0
chip_impl_metric{name="ant_nets",unit=""} 0
chip_impl_metric{name="hold_viol",unit=""} 0
chip_impl_info{name="cp-end-kind",value="primary output"} 1
chip_impl_metric{name="grt_first_pass_wirelength",unit="um"} 11860
chip_impl_info{name="hp-class",value="in -> out"} 1
chip_impl_metric{name="min_period_over_period",unit="%"} 82.25
chip_impl_info{name="startpoint_class_of_the_critical_path",value="input port"} 1
chip_impl_metric{name="number_of_antenna_violations_at_the_first_check_in_global_routing",unit=""} 0
chip_impl_metric{name="yosys_warnings",unit=""} 1
chip_impl_metric{name="first_global_vias",unit=""} 2431
chip_impl_metric{name="power.internal",unit="uW"} 192.3
chip_impl_metric{name="clockPowerShare",unit="%"} 0
chip_impl_info{name="path_class",value="in -> out"} 1
chip_impl_info{name="top_cells_by_count",value="nand2_1, o21ai_0, inv_1, nor2_1, ha_1"} 1
chip_impl_metric{name="synthCells",unit=""} 372
chip_impl_metric{name="power.ir.vdd_worst",unit="uV"} 128.7
chip_impl_metric{name="switching_power",unit="uW"} 202.4
chip_impl_metric{name="cts_hold_buffers",unit=""} 0
chip_impl_metric{name="crit_path_max_fanout",unit=""} 17
chip_impl_metric{name="floorplan.core_util",unit="%"} 42.15
chip_impl_info{name="grt_setup_unrepaired",value="no"} 1
chip_impl_metric{name="netlist-cell-type-count",unit=""} 68
chip_impl_metric{name="overflow",unit=""} 0
chip_impl_metric{name="netlist_area",unit="sq mm"} 0.002525
chip_impl_metric{name="drcViolationCount",unit=""} 0
chip_impl_metric{name="post_drt_wl_per_cell",unit="um"} 14.97
chip_impl_info{name="yosysMostFrequentCell",value="nand2_1"} 1
chip_impl_info{name="critPathCapture",value="result[10]"} 1
chip_impl_metric{name="gp_routability_congestion",unit=""} 0.8989
chip_impl_metric{name="post-route-min-period",unit="ns"} 17.77
chip_impl_metric{name="dp_hpwl",unit="um"} 5797
chip_impl_metric{name="register_area",unit="sq um"} 0
[through the flow]
stage	setup WS [ns]	hold WS [ns]	cells	instance area, sq um	total power [mW]
CTS	3.984	9.673	472	2955	0.3935
global placement	3.956	9.661	472	2955	0.3941
finish	3.834	9.665	472	2955	0.3947
floorplan	6.277	8.787	372	2525	0.2635
global route	3.025	9.735	472	2955	0.4462
detailed placement	4.005	9.663	472	2955	0.3923
[worst max-delay path, delay by kind of cell]
kind                       cells  cell delay (ns)
AOI/OAI and AO/OA             13             3.09
adders and majority gates      5             2.02
buffers and inverters          5             1.58
and+or+nand+nor               11             2.42
[layout by cell type, fill, tap and decap left out, types with 4 or more instances in the layout]
| master | n |
|---|---|
| o211ai_1 | 7 |
| a211oi_1 | 4 |
| ha_1 | 24 |
| nor2b_1 | 4 |
| mux4_2 | 4 |
| nand2b_1 | 10 |
| mux2_2 | 5 |
| a31oi_1 | 4 |
| o21ai_0 | 31 |
| inv_1 | 28 |
| xor2_1 | 9 |
| nand2_1 | 45 |
| mux2i_1 | 17 |
| nor4_1 | 8 |
| nor2_1 | 25 |
| nor3_1 | 5 |
| xnor2_1 | 9 |
| clkdlybuf4s50_1 | 39 |
| a21oi_1 | 22 |
| a21o_1 | 7 |
| nand3_1 | 14 |
| o31ai_1 | 4 |
[final cells by class]
type	instances	area [sq um]	area share [%]
multi-input cells	327	2344	79.30
repair buffers	42	412.9	13.97
inverters	28	105.1	3.556
well taps	75	93.84	3.175
[logic make-up after synthesis]
family,count (synthesis),share of synthesized area (%)
compound gates,116,30.92
xor+xnor,19,6.889
fa+ha+maj,26,13.48
buf+inv,45,7.334
mux,26,12.54
simple gates,140,28.84
[power by group through the flow]
stage | Combinational [mW] | Clock (mW) | Sequential (mW)
final | 0.395 | 0 | 0
after global routing | 0.446 | 0 | 0
after CTS | 0.394 | 0 | 0
[routing by layer]
metal	wire length [um]	part of all wire (%)	GRT usage, %
met5	0	0	0
met4	44	0.62	1.786
met3	435	6.2	2.029
met2	3024	43	35.92
met1	3560	50	35.40
[worst min-delay path by stage]
stage	depth (start not counted)	endpoint	slack [ns]	startpoint
CTS	3	result[12]	9.67	one[12]
global route	3	result[12]	9.74	one[12]
finish	3	result[12]	9.67	one[12]
Power figures rest on the tool's default switching activity, not on a simulated workload.
